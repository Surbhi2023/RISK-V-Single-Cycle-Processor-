==> ./design.v <==
module Adder(in_1, in_2, Sum_out);
  input[31:0] in_1, in_2;
  output[31:0] Sum_out;
  assign Sum_out = in_1 + in_2;
endmodule
==> ./run.sh <==
#!/bin/bash
# OpenROAD 26Q1-2900-gdf79404cd8, Yosys 0.63+post, stock flow scripts
make -C /OpenROAD-flow-scripts/flow DESIGN_CONFIG=/design/flow/config.mk WORK_HOME=/design/flow/orfs finish
==> ./config.mk <==
export PLATFORM = sky130hd
export DESIGN_NAME = Adder
export DESIGN_NICKNAME = Adder
export VERILOG_FILES = /design/flow/design.v
export SDC_FILE = /design/flow/constraint.sdc
export NUM_CORES = 4
export LEC_CHECK = 1
export CORE_AREA = 10 10 107 107
export DIE_AREA = 0 0 117 117
==> ./constraint.sdc <==
current_design Adder

set clk_period 14.5
set clk_io_pct 0.2

create_clock -name clk0 -period $clk_period

set non_clock_inputs [all_inputs -no_clocks]
set_input_delay [expr $clk_period * $clk_io_pct] -clock clk0 $non_clock_inputs
set_output_delay [expr $clk_period * $clk_io_pct] -clock clk0 [all_outputs]
==> CHANGELOG.md <==
### Changed

- Status: finished, final reports clean
- Die x size: 117 µm
- Static leakage: 0.001176 µW
- DR vias/cell: 4.826
- WP depth: 11
- Row cnt: 35
- Area growth from synthesis to layout: 60.55%
- Seq cells: 0
- Register Area: 0 µm²
- Cell type with the largest total area: ha_1
- Most frequent cells after synthesis: ha_1 (31), a21oi_1 (29), a21o_1 (19), nand2_1 (18), xor2_1 (15)
- Setup TNS: 0 ns
- Final wirelength: 6.280 mm
- Slew margin rel.: 66.20%
- Vias: 2109
- Pins over their slew limit: 0
- Largest type area fraction: 22.24%
- Avg WL per Cell: 14.37 µm
- GRT overflow: 0
- Highest clock rate: 0.1141 GHz
- Initial Util: 18.97%
- Post-synthesis instance area: 1744 µm²
- Synth Seq Share: 0%
- Critical path class: in2out
- Period utilization: 60.47%
- Die Y: 117 µm
- IO Pins: 96
- Final setup vio count: 0
- Tool warnings: 32
- Vias in the first global route: 2171
- Cells after Synth: 241
- Gpl congestion: 0.8280
- Worst slack, placed: 5.687 ns
- Critical path buffers and inverters: 2
- Clkbuf count: 0
- Post-CTS resize count: 0
- Detail Route Antenna Nets: 0
- I/O Buffers: 96
- CP peak stage delay: 0.49 ns
- Count leader, synth: ha_1
- Crit. End Element: output port
- Fillers: 987
- Critical path's slowest cell: clkdlybuf4s50_1
- Power per Cell Area: 48.28 nW/µm²
- Setup bufs post-CTS: 0
- Gate Area: 1678 µm²
- Ranking of synthesized cells by area: ha_1 (22%), a21oi_1 (8.3%), a21o_1 (8.2%)
- Cells along the critical path: clkdlybuf4s50_1, ha_1, fa_1, a21o_1, a31o_2, nand3_1, o221ai_1, a311oi_1, o21bai_1, xor2_1, clkdlybuf4s50_1
- # DRC: 0
- HPWL after DPL: 5.572 mm
- Worst path most repeated cell: clkdlybuf4s50_1
- WP data arrival: 5.87 ns
- Total track usage: 8.996%
- DR pass1 iterations: 5
- Worst EP required: 11.60 ns
- Hold Path Stages: 3
- Total cells reported by yosys after synthesis: 241
- Ant diodes: 0
- Critical path peak fanout: 4
- Largest net degree at the start of global routing: 11
- Top delay family on crit path: AND-OR/OR-AND gates
- Final hold viol count: 0
- Worst Hold Class: in2out
- Share of cells above drive strength 1: 3.067%
- Final WS setup: 5.733 ns
- Initial drt markers: 78
- Final Critical Period: 8.767 ns
- Unrepaired setup endpoints after global routing: no
- Synth Area per Inst: 7.237 µm²
- Core footprint: 9196 µm²
- Final Power: 135.2 µW
- Startpoint Class: input port
- DIE AREA: 13690 µm²
- Yosys Chip Area: 1744 µm²
- Max_cap viols: 0
- Post-synth cell types: 50
- Yosys warning count: 0
- Worst-Margin Slew: 0.4943 ns
- Peak supply drop: 0.02198 mV
- Cts hold-fix bufs: 0
- Global-route wire length before repair: 10.29 mm
- Initial antenna violation count: 1
[cell type report]
class	count	share of cell area [%]
inverters	6	0.8043
multi-input cells	224	59.92
repair buffers	96	34.32
well taps	111	4.960
[metal layers]
layer,vias up,routed length [µm],track usage [%],part of all wire [%]
met5,-,7,0,0.11
met4,2,21,0.4119,0.33
met1,946,2714,11.16,43
met3,4,701,3.457,11
met2,64,2835,15.19,45
li1,1093,-,-,-
[cells in the final DEF, fill, tap and decap left out, types with 2 or more instances in the layout]
cell / count
mux2i_1: 2
nor3_1: 4
o21bai_1: 4
nand3_1: 10
a311oi_1: 2
o221ai_1: 2
or2_2: 3
inv_1: 6
nor2_1: 12
a21o_1: 19
a211oi_1: 3
nand2b_1: 2
xor2_1: 15
ha_1: 31
o21ai_0: 13
a21oi_1: 29
xnor2_1: 13
o21a_1: 2
o311ai_1: 2
o211ai_1: 3
a31oi_1: 3
nand2_1: 18
clkdlybuf4s50_1: 96
nand4_1: 8
[power breakdown]
part,switching (µW),internal [µW]
Sequential,0,0
Clock,0,0
Combinational,54.7,80.5
Total,54.7,80.5
[cell families after synthesis]
logic type                 share of synthesized area, %
and+or+nand+nor                                   18.29
muxes                                             1.148
buffers and inverters                             3.802
adders and majority gates                         23.39
xor gates and xnor gates                          14.06
AOI/OAI and AO/OA                                 39.31
[stage by stage]
step	std cells	util, %	instance area (µm²)	hold slack (ns)
finish	437	30.45	2800	6.840
global route	437	30.45	2800	6.915
CTS	437	30.45	2800	6.845
detailed placement	437	30.45	2800	6.846
global placement	437	30.45	2800	6.833
floorplan	241	-	1744	5.872
[worst min-delay path: cells and delay by family]
kind	cells	cell delay [ns]
fa+ha+maj	1	0.12
buf+inv	2	0.92
[path summary, 6_finish.rpt]
check / start / slack (ns) / end
setup / recovery: in_1[0] / 5.73 / Sum_out[26]
hold / removal: in_2[0] / 6.84 / Sum_out[0]
No activity file was given, so power comes from the tool's default toggle rates.
