--- design/flow/run.sh ---
#!/bin/bash
# OpenROAD 26Q1-2900-gdf79404cd8, Yosys 0.63+post, stock flow scripts
make -C /OpenROAD-flow-scripts/flow DESIGN_CONFIG=/design/flow/config.mk WORK_HOME=/design/flow/orfs finish
--- design/flow/config.mk ---
export PLATFORM = sky130hd
export DESIGN_NAME = PCplus4
export DESIGN_NICKNAME = PCplus4
export VERILOG_FILES = /design/flow/design.v
export SDC_FILE = /design/flow/constraint.sdc
export NUM_CORES = 4
export LEC_CHECK = 1
export CORE_AREA = 10 10 70 70
export DIE_AREA = 0 0 80 80
--- design/flow/constraint.sdc ---
current_design PCplus4

set clk_period 6.9
set clk_io_pct 0.2

create_clock -name clk0 -period $clk_period

set non_clock_inputs [all_inputs -no_clocks]
set_input_delay [expr $clk_period * $clk_io_pct] -clock clk0 $non_clock_inputs
set_output_delay [expr $clk_period * $clk_io_pct] -clock clk0 [all_outputs]
--- design/flow/design.v ---
module PCplus4(fromPC , NextoPC);
  input [31:0] fromPC;
  output [31:0] NextoPC;
  assign NextoPC = 4 + fromPC;
endmodule 
==> impl_metrics.csv <==
group,metric,value,unit
run_status,status,"complete, no violations",
sta,period_needed,4.97,ns
pwr,leakage,0.423,nW
sta,setup-violations-final,0,
detailed_routing,antenna_left,0,
synthesis,ys_warn_count,0,
synthesis,top_cells_by_area,"xnor2_1 32%, xor2_1 11%, nand4_1 9.7%",
layout,layout-drive-gt1-share,4.96,%
worst_hold_path,min_path_cells,0,
synthesis,syn_avg_cell_area,6.99,um^2
synthesis,synth.most_common_cell,"xnor2_1",
global_routing,gr-usage-all-layers,6.90,%
placement,routabilityCongestion,0.718,
critical_path,worstSetupEndpointType,"output pin",
detailed_routing,drc,0,
synthesis,common_cells,"21 x xnor2_1, 10 x nand2_1, 10 x nand3_1",
synthesis,top_area_share,31.7,%
layout,seq_cells,0,
global_routing,grt_pass1_wl,3.80,mm
sta,finalClockPeriodUsage,72.1,%
floorplanning,initial_core_util,17.0,%
critical_path,crit_path_start,"fromPC[2]",
sta,rsz0062_at_grt,"no",
detailed_routing,totalWireLength,2.25,mm
floorplanning,die-area,6400,um^2
sta,tightest_slew,0.502,ns
synthesis,top_area_cell,"xnor2_1",
critical_path,required,5.52,ns
floorplanning,rows,21,
global_routing,overflow,0,
global_routing,antenna_found_initial,0,
critical_path,critPathKind,"primary input to output pin",
floorplanning,die_y,80,um
clocking,cts_setup_buffers,0,
pwr,power,0.0000550,W
detailed_routing,dr.pass1.iters,3,
sta,fmax,0.201,GHz
synthesis,synth_cells,83,
detailed_routing,drt_iter0_markers,15,
sta,whs,2.76,ns
synthesis,ys_area,581,um^2
placement,portBuffers,60,
sta,slew_viol_final,0,
layout,num-fill-cells,351,
detailed_routing,viasPerCell,4.18,
critical_path,crit_path_start_kind,"primary input",
global_routing,grt_max_degree,9,
synthesis,yosysUniqueCellTypes,18,
synthesis,synth_seq_share,0,%
pwr,ir_drop,0.0000204,V
critical_path,worstPathArrival,3.59,ns
job,drv_cap,0,
detailed_routing,vias,781,
floorplanning,die-width,80,um
layout,n_clock_buffer,0,
floorplanning,coreArea,3420,um^2
clocking,cts.repair.resized,0,
clocking,cts_hold_buf,0,
critical_path,crit_end,"NextoPC[28]",
sta,slew_headroom,66.3,%
layout,seqCellArea,0,um^2
synthesis,ys_cells,83,
sta,hold_violations,0,
worst_hold_path,min_path_type,"primary input to output pin",
floorplanning,pin_count,64,
detailed_routing,post_drt_wl_per_cell,12.0,um
detailed_routing,antennaDiodeCount,0,
pwr,powerDensity,45.0,nW/um^2
placement,dpl.hpwl,2.02,mm
job,warnings,32,
synthesis,synth_area,581,um^2
layout,final_cells,187,
layout,syn_to_final_growth,111,%
sta,tns,0,ns
critical_path,crit_fanout,8,
placement,place_inst,187,
global_routing,grt_pass1_vias,856,
-- worst max-delay path: stages --
cell and delay (ns):
clkdlybuf4s50_1 0.52, ha_1 0.20, nand3_1 0.22, nor4_4 0.44
nand4_1 0.18, xnor2_1 0.17, clkdlybuf4s50_1 0.48
-- layout make-up --
| type | instances | area, um^2 | share of cell area [%] |
|---|---|---|---|
| timing repair buffer | 60 | 601 | 49.1 |
| multi-input combinational | 79 | 558 | 45.6 |
| tap | 46 | 57.6 | 4.70 |
| inverter | 2 | 7.51 | 0.613 |
-- where the power goes --
part / internal [W] / switching, W / total, W
combinational: 0.0000384 / 0.0000166 / 0.0000550
clock: 0 / 0 / 0
sequential: 0 / 0 / 0
-- layout by cell type (no fill, tap or decap) --
cell             count
clkdlybuf4s50_1     60
xnor2_1             21
nand3_1             10
nand2_1             10
nand4_1              9
nor2_1               7
xor2_1               7
nor3_1               3
nor4_4               2
inv_1                2
and3_1               2
or2_2                2
nand3_2              1
nand4_2              1
and2_1               1
and4_1               1
and4_2               1
ha_1                 1
-- how the worst min path moves through the flow --
stage	start	end	slack [ns]
CTS	fromPC[0]	NextoPC[0]	2.76
global route	fromPC[0]	NextoPC[0]	2.76
finish	fromPC[0]	NextoPC[0]	2.76
-- layer usage --
| metal | up-vias | GRT usage (%) | share of wire [%] |
|---|---|---|---|
| li1 | 412 | - | - |
| met1 | 339 | 7.78 | 40 |
| met2 | 30 | 12.4 | 47 |
| met3 | 0 | 3.07 | 14 |
| met4 | 0 | 0 | 0 |
| met5 | - | 0 | 0 |
-- metrics by stage --
step / cell area [um^2] / util, % / setup slack, ns
finish: 1220 / 35.8 / 1.93
global route: 1220 / 35.8 / 1.63
CTS: 1220 / 35.8 / 1.87
detailed placement: 1220 / 35.8 / 1.87
global placement: 1220 / 35.8 / 1.92
floorplan: 581 / - / 3.17
-- cells by family after synthesis --
kind of cell | after synthesis | share of synthesized area (%)
AND/OR/NAND/NOR | 50 | 51.7
XOR/XNOR | 28 | 42.2
buffers and inverters | 4 | 3.88
adder cells (fa/ha/maj) | 1 | 2.15
Power and IR drop assume default switching activity.
